`flow/design.v`:
```
`timescale 1ns / 1ps
module BCD_To_7Seg(
    input [2:0] Q,  
    output reg [7:0] cathode,  
    output reg [7:0] cathode_L,  
    output reg [7:0] anode  
    );
    always@(*) begin
        anode = 8'b11111101; 
        cathode_L = 8'b11100011; 
    end
    always@(*) begin  
        anode = 8'b11111110; 
        case(Q)
            3'b0000 : cathode = 8'b00000011;
            3'b0001 : cathode = 8'b10011111;
            3'b0010 : cathode = 8'b00100101;
            3'b0011 : cathode = 8'b00001101;
            3'b0100 : cathode = 8'b10011001;
            3'b0101 : cathode = 8'b01001001;
            3'b0110 : cathode = 8'b01000001;
            3'b0111 : cathode = 8'b00011111;
            default : cathode = 8'b11111110;  
        endcase
    end
endmodule
`timescale 1ns / 1ps
module elevatorTwo(
    input in0, in1, in2, in3, in4, in5, in6,
    input in7, in8, in9,
    input clk,
    input reset,
    output reg [3:0] floorLED  
    );
    reg [4:0] c_floor, n_floor;
    reg [26:0] counter;
 localparam     upG = 5'b00000, 
                   up1 = 5'b00001, 
                   up2 = 5'b00010, 
                   up3 = 5'b00011, 
                   up4 = 5'b00100, 
                   up5 = 5'b00101, 
                   up6 = 5'b00110, 
                   up7 = 5'b00111,
                 up8 = 5'b01000,
                 up9 = 5'b01001,
                 down8 = 5'b01010,
                 down7 = 5'b01011,
                 down6 = 5'b01100,
                 down5 = 5'b01101,
                 down4 = 5'b01110,
                 down3 = 5'b01111,
                 down2 = 5'b10000,
                 down1 = 5'b10001;
    always@(posedge clk, posedge reset) begin
       if(reset) begin
            c_floor = upG;
            floorLED = 3'b000; 
       end
       else begin  
           c_floor = n_floor;  
            case(c_floor) 
              upG : floorLED <= 4'b0000; 
              up1 : floorLED <= 4'b0001; 
              up2 : floorLED <= 4'b0010;
              up3 : floorLED <= 4'b0011; 
              up4 : floorLED <= 4'b0100; 
              up5 : floorLED <= 4'b0101; 
              up6 : floorLED <= 4'b0110; 
              up7 : floorLED <= 4'b0111;
              up8 : floorLED <= 4'b1000;
              up9 : floorLED <= 4'b1001;
              down8 : floorLED <= 4'b1000; 
              down7 : floorLED <= 4'b0111; 
              down6 : floorLED <= 4'b0110;
              down5 : floorLED <= 4'b0101;
              down4 : floorLED <= 4'b0100; 
              down3 : floorLED <= 4'b0011; 
              down2 : floorLED <= 4'b0010; 
              down1 : floorLED <= 4'b0001; 
          endcase
        end
    end
    always@(*) begin
       case(c_floor)
           upG: n_floor = (in0) ? upG : up1;
           up1: n_floor = (in1) ? up1 : up2;
           up2: n_floor = (in2) ? up2 : up3;
           up3: n_floor = (in3) ? up3 : up4;
           up4: n_floor = (in4) ? up4 : up5;
           up5: n_floor = (in5) ? up5 : up6;
           up6: n_floor = (in6) ? up6 : up7;
           up7: n_floor = (in7) ? up7 : up8;
           up8: n_floor = (in8) ? up8 : up9;
           up9: n_floor = (in9) ? up9 : down8;
           down8: n_floor = (in8) ? down8 : down7;
           down7: n_floor = (in7) ? down7 : down6;
           down6: n_floor = (in6) ? down6 : down5;
           down5: n_floor = (in5) ? down5 : down4; 
           down4: n_floor = (in4) ? down4 : down3;
           down3: n_floor = (in3) ? down3 : down2;
           down2: n_floor = (in2) ? down2 : down1;
           down1: n_floor = (in1) ? down1 : upG;
       endcase
   end
endmodule
`timescale 1ns / 1ps
module Time_Mux(
    input clk, reset,
    input [7:0] display,
    output reg [7:0] an,  
    output reg [7:0] sseg  
    );
    reg [26:0] tick;  
    reg [1:0] digit;  
    always@(posedge clk,  posedge reset) begin
        if (reset) begin
            tick <= 27'b0;
            digit <= 2'b0;
            an <= 8'b11111111;
            sseg <= 8'b00000000;
        end
        else if (tick == 700000) begin  
            tick <= 27'b0;
            if(digit == 2'b00) begin
                an <= 8'b11111110;  
                sseg <= display;  
                digit <= 2'b01;  
            end
            else if(digit == 2'b01) begin
                an <= 8'b11111101;  
                if(display == 8'b11000000)
                    sseg <= 8'b11111001;  
                else
                    sseg <= 8'b11111111;  
                digit <= 2'b10;  
            end
            else begin  
                an <= 8'b11111011;  
                sseg <= 8'b01000111;  
                digit <= 2'b00;  
            end
        end
        else begin
            tick <= tick + 1'b1;  
        end
    end
endmodule
`timescale 1ns / 1ps
module top(
    input clk,  
    input reset,  
    input buttonG,
    input button1,
    input button2,
    input button3,
    input button4, 
    input button5,
    input button6, 
    input button7, button8, button9,
    output [7:0] Cathode,  
    output [7:0] Anode,  
    output LED0, LED1, LED2, LED3, LED4, LED5, LED6, LED7, LEDreset, LED8, LED9
    );
    assign LEDreset = (reset) ? 1 : 0;
    assign LED0 = (buttonG) ? 1 : 0; 
    assign LED1 = (button1) ? 1 : 0;
    assign LED2 = (button2) ? 1 : 0; 
    assign LED3 = (button3) ? 1 : 0;
    assign LED4 = (button4) ? 1 : 0; 
    assign LED5 = (button5) ? 1 : 0;
    assign LED6 = (button6) ? 1 : 0; 
    assign LED7 = (button7) ? 1 : 0;
    assign LED8 = (button8) ? 1 : 0;
    assign LED9 = (button9) ? 1 : 0; 
    wire [4:0] leds;  
    wire [7:0] cath;  
    elevatorTwo engine(.clk(clk), .reset(reset), .in0(buttonG), .in1(button1), .in2(button2), .in3(button3), 
                   .in4(button4), .in5(button5), .in6(button6), .in7(button7), .floorLED(leds), .in8(button8), .in9(button9)); 
    BCD_To_7Seg decoder(.Q(leds), .cathode(cath));
    Time_Mux display(.clk(clk), .reset(reset), .an(Anode), .sseg(Cathode), .display(cath));
endmodule
```
`flow/run.sh`:
```
#!/bin/bash
# OpenROAD 26Q1-2900-gdf79404cd8, Yosys 0.63+post, stock flow scripts
make -C /OpenROAD-flow-scripts/flow DESIGN_CONFIG=/design/flow/config.mk WORK_HOME=/design/flow/orfs finish
```
`flow/config.mk`:
```
export PLATFORM = sky130hd
export DESIGN_NAME = top
export DESIGN_NICKNAME = top
export VERILOG_FILES = /design/flow/design.v
export SDC_FILE = /design/flow/constraint.sdc
export NUM_CORES = 4
export LEC_CHECK = 1
export CORE_UTILIZATION = 50
```
`flow/constraint.sdc`:
```
current_design top

set clk_period 4.7
set clk_io_pct 0.2

create_clock -name clk0 -period $clk_period [get_ports {clk}]

set non_clock_inputs [all_inputs -no_clocks]
set_input_delay [expr $clk_period * $clk_io_pct] -clock clk0 $non_clock_inputs
set_output_delay [expr $clk_period * $clk_io_pct] -clock clk0 [all_outputs]
```
==> impl_metrics.env <==
# flow metrics
export IMPL_status="finished clean"
export IMPL_track_usage_pct=19.5
export IMPL_crit_chain="clkdlybuf4s50_1 -> clkdlybuf4s50_1"
export IMPL_worst_path_buf_inv=2
export IMPL_routed_via_count=2132
export IMPL_overflow=0
export IMPL_die_w_um=78.4
export IMPL_ctsHoldBuffers=0
export IMPL_fin_skew_ns=0.00924
export IMPL_antennaDiodeCount=0
export IMPL_cts_buffers_inserted=5
export IMPL_setup_viol=0
export IMPL_pwr_share_comb_pct=4.6
export IMPL_area_growth_pct=13.1
export IMPL_crit_path_start_kind="primary input"
export IMPL_crit_path_top_delay_cell="clkdlybuf4s50_1"
export IMPL_wire_per_inst_um=13.6
export IMPL_grt_pass1_wl_um=9360
export IMPL_ys_ff=54
export IMPL_place_congestion=0.826
export IMPL_relSlewSlack_pct=44.8
export IMPL_antenna_found_initial=0
export IMPL_max_stage_delay_ns=0.57
export IMPL_crit_type="in2out"
export IMPL_cp_data_arrival_time_ns=2.01
export IMPL_p_sw_share_pct=21.9
export IMPL_ys_flop_type="dfrtp_1"
export IMPL_setup_ws_ns=1.75
export IMPL_layout_cells_most_common="dfrtp_1"
export IMPL_fin_crit_ns=2.95
export IMPL_edf_count=0
export IMPL_final_layout_size_suffix_gt1_share_pct=11.0
export IMPL_drc=0
export IMPL_yosys_area_mm2=0.00292
export IMPL_drtAntennaViolNets=0
export IMPL_path_max_fanout=7
export IMPL_hold_viol=0
export IMPL_p_leak_nw=1.42
export IMPL_ir_drop_mv=0.115
export IMPL_postCtsSetupBuffers=0
export IMPL_dpl_cell_count=382
export IMPL_syn_inst=297
export IMPL_port_buffers=33
export IMPL_crit_path_frequent_cell="clkdlybuf4s50_1"
export IMPL_die_area_mm2=0.00614
export IMPL_untimed_endpoints=10
export IMPL_ys_cells=297
export IMPL_power_density_mw_per_mm2=212
export IMPL_synth_cell_type_count=53
export IMPL_core_area_mm2=0.00557
export IMPL_lay_top_cells="45 x dfrtp_1, 33 x clkdlybuf4s50_1, 20 x nand2_1, 19 x nor2_1, 19 x xnor2_1"
export IMPL_syn_cell_area_mm2=0.00292
export IMPL_place_worst_setup_slack_ns=1.74
export IMPL_cts_htree_levels=2
export IMPL_fin_setup_tns_ns=0
export IMPL_cp_required_ns=3.76
export IMPL_grt_max_degree=50
export IMPL_root_buffer="clkbuf_8"
export IMPL_finalPower_mw=0.699
export IMPL_die_y_um=78.4
export IMPL_first_pass_iters=4
export IMPL_post_route_period_util_pct=62.7
export IMPL_unclocked_regs=5
export IMPL_path_clk_slew_ns=0.09
export IMPL_hold_path_class="reg2reg"
export IMPL_yosys_warnings=5
export IMPL_clk_latency_ns=0.30
export IMPL_num_rows=27
export IMPL_grt_setup_unrepaired="no"
export IMPL_async_flop_share_pct=90.7
export IMPL_wl_um=5290
export IMPL_p_int_mw=0.546
export IMPL_cp_end_kind="output port"
export IMPL_fin_cells=390
export IMPL_initCoreUtil_pct=52.3
export IMPL_p_clk_share_pct=35.1
export IMPL_clockBufferDepth=2
export IMPL_tool_warnings=31
export IMPL_drt_iter0_drc=75
export IMPL_p_sw_mw=0.153
export IMPL_cts_tree="done"
export IMPL_syn_area_per_cell_um2=9.82
export IMPL_viasPerCell=5.47
export IMPL_cp_top_family="buffers and inverters"
export IMPL_worst_slew_pin_slew_ns=0.821
export IMPL_slew_violations=0
export IMPL_io_pins=39
export IMPL_cts_resized=0
export IMPL_seqPwrFrac_pct=60.3
export IMPL_dp_hpwl_um=3700
export IMPL_timing_fmax_mhz=339
export IMPL_max_cap_violations=0
export IMPL_first_global_vias=2029
## cells by family after synthesis
kind of cell	after synthesis	share of synthesized area (%)
fa+ha+maj	7	3.00
buf+inv	41	7.38
xor+xnor	21	6.31
flops	49	42.2
mux	16	5.96
latches	5	2.57
simple gates	105	21.1
compound gates	52	11.4
other cells	1	0.129
## flip-flops by register name, indices dropped and copies added, names as in the netlist, named ones only
register and cells:
display.an 3, display.sseg 8, engine.n_floor 5, display.tick 27
engine.c_floor 5, engine.floorLED 3
## through the flow
step / hold slack, ns / area, µm² / utilization (%)
6_report: 0.479 / 3300 / 59.2
5_1_grt: 0.503 / 3300 / 59.2
3_3_place_gp: 0.453 / 3210 / 57.6
4_1_cts: 0.484 / 3300 / 59.2
2_1_floorplan: 0.413 / 2930 / -
3_5_place_dp: 0.462 / 3210 / 57.6
## power groups by stage
stage | combinational [mW] | sequential (mW) | clock, mW
4_1_cts | 0.0330 | 0.422 | 0.259
5_1_grt | 0.0358 | 0.422 | 0.274
6_report | 0.0318 | 0.422 | 0.246
## final cells by class
type | count | area (µm²)
fill | 484 | 2280
multi-input combinational | 206 | 1410
sequential | 54 | 1310
timing repair buffer | 36 | 353
tap | 72 | 90.1
clock buffer | 6 | 72.6
inverter | 14 | 52.6
clock inverter | 2 | 13.8
## synth_stat cells (all sizes together) (2+ instances only)
master	number	area share [%]
dfrtp	45	39
nand2	20	2.6
nor2	19	2.4
xnor2	19	5.7
buf	17	4.3
o21ai	16	2.7
inv	14	1.8
a21oi	13	2.2
nand3	12	2.2
mux2	11	4.2
clkbuf	10	1.3
nand4	10	2.4
ha	7	3.0
nand2b	7	1.5
and4	6	1.8
dlxtn	5	2.6
mux2i	5	1.7
nor3	5	1.0
nor4b	5	1.7
o31ai	5	1.3
and3	4	0.86
dfstp	4	3.6
o211ai	4	1.0
and2	3	0.64
nor4	3	0.86
or3	3	0.64
a31oi	2	0.43
and4b	2	0.69
nor2b	2	0.43
o2111ai	2	0.60
xor2	2	0.60
## routing by layer
layer  up-vias  GRT usage, %  routed length, µm
met5         -             0                  0
met4         0          1.85                 59
met3         6          2.83                149
met2        29          31.4               2430
met1      1015          30.4               2650
li1       1082             -                  -
## path summary, 6_finish.rpt
check | startpoint | to | slack (ns) | depth (start not counted)
max in group asynchronous | reset | display.sseg[6] | 3.15 | 3
min in group asynchronous | reset | display.tick[2] | 1.13 | 3
worst max-delay path | button3 | LED3 | 1.75 | 2
worst max register to register | display.tick[21] | register | 2.67 | 5
worst min register to register | display.tick[26] | display.tick[26] | 0.48 | 1
worst min-delay path | display.tick[26] | display.tick[26] | 0.48 | 1
Power figures rest on the tool's default switching activity, not on a simulated workload.
